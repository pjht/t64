## design/flow/design.v

```verilog
module control (input[63:0] opf8,opl8,
                input exec,carry,zero,
                output logic[63:0] imm,
                output wire[7:0] aluop,
                output wire[3:0] wrsel,rdasel,rdbsel,
                output reg[1:0] width,
                output wire retload,
                output reg regwr,memwr,aluload,jump,immload,memaddr,pointer,specialwr,iret);
wire[7:0] opcode;
wire[3:0] addrmode;
reg[1:0] opwidth;
reg regwrop,memwrop,jumpop,specialwrop;
assign opcode=opf8[7:0];
assign addrmode=opf8[15:12];
assign wrsel=opf8[11:8];
assign rdasel=opf8[23:20];
assign rdbsel=opf8[19:16];
assign aluop=opf8[31:24];
assign regwr=regwrop&exec;
assign memwr=memwrop&exec;
assign jump=jumpop&exec;
assign specialwr=(opcode==18)&exec;
assign iret=(opcode==19)&exec;
assign retload=(opcode==8'h11);
always @ ( * ) begin
  case (opcode)
    0: opwidth=0;
    1: opwidth=1;
    2: opwidth=2;
    3: opwidth=3;
    4: opwidth=0;
    5: opwidth=1;
    6: opwidth=2;
    7: opwidth=3;
    8: opwidth=0;
    9: opwidth=1;
    10: opwidth=2;
    11: opwidth=3;
    default: opwidth=0;
  endcase
  if (exec)
    width=opwidth;
  else
    width=3;
  case (opcode)
    0: regwrop=1;
    1: regwrop=1;
    2: regwrop=1;
    3: regwrop=1;
    8: regwrop=1;
    9: regwrop=1;
    10: regwrop=1;
    11: regwrop=1;
    17: regwrop=1;
    default: regwrop=0;
  endcase
  immload=0;
  memaddr=0;
  pointer=0;
  case (addrmode)
    0: immload=1;
    1: memaddr=1;
    2: pointer=1;
    8: immload=1;
    default: ;
  endcase
  if(addrmode==8) begin
    imm[31:0]=opf8[63:32];
    imm[63:32]=opl8[31:0];
  end
  else begin
    imm[39:0]=opf8[63:24];
    imm[63:40]=opl8[31:0];
  end
  case (opcode)
    4: memwrop=1;
    5: memwrop=1;
    6: memwrop=1;
    7: memwrop=1;
    default: memwrop=0;
  endcase
  case (opcode)
    8: aluload=1;
    9: aluload=1;
    10: aluload=1;
    11: aluload=1;
    default: aluload=0;
  endcase
  case (opcode)
    12: jumpop=1;
    13: jumpop=1&zero;
    14: jumpop=1&~zero;
    15: jumpop=1&carry;
    16: jumpop=1&~carry;
    17: jumpop=1;
    default: jumpop=0;
  endcase
end
endmodule  
```

## design/flow/run.sh

```bash
#!/bin/bash
# OpenROAD 26Q1-2900-gdf79404cd8, Yosys 0.63+post, stock flow scripts
make -C /OpenROAD-flow-scripts/flow DESIGN_CONFIG=/design/flow/config.mk WORK_HOME=/design/flow/orfs finish
```

## design/flow/config.mk

```make
export PLATFORM = sky130hd
export DESIGN_NAME = control
export DESIGN_NICKNAME = control
export VERILOG_FILES = /design/flow/design.v
export SDC_FILE = /design/flow/constraint.sdc
export NUM_CORES = 4
export LEC_CHECK = 1
export CORE_AREA = 10 10 105 105
export DIE_AREA = 0 0 115 115
```

## design/flow/constraint.sdc

```tcl
current_design control

set clk_period 6.9
set clk_io_pct 0.2

create_clock -name clk0 -period $clk_period

set non_clock_inputs [all_inputs -no_clocks]
set_input_delay [expr $clk_period * $clk_io_pct] -clock clk0 $non_clock_inputs
set_output_delay [expr $clk_period * $clk_io_pct] -clock clk0 [all_outputs]
```

==> run summary <==
Initial antenna violation count: 0
Synth Cell Area: 0.00142 mm²
Max-Slew Margin vs Limit: 72.3%
Tmin final: 5.10 ns
Gpl congestion: 0.755
WL/cell: 16.8 µm
# setup viols final: 0
Critical path required time: 5.52 ns
Seq share, synth: 0%
Area fraction in compound gates: 3.34%
DRT Pass-1 Iters: 4
Max-cap violations: 0
Hold WS: 2.76 ns
Leading area contributor after synthesis: mux2_4
Synth unique cells: 23
Post-layout period usage: 73.9%
YS chip area: 0.00142 mm²
P per Cell Area: 52.6 mW/mm²
Chip height: 115 µm
Yosys top cell area share: 63.3%
Register Area: 0 µm²
Port-buffer cells: 171
Placed Instance Area: 0.00300 mm²
Arrival time worst endpoint: 3.72 ns
Largest net degree at the start of global routing: 25
CTS-repair resized insts: 0
Largest stage delay on the critical path: 0.46 ns
Global route overflow: 0
Pleak: 1.15 nW
Critical setup path kind: input port to primary output
Layout cells sized above 1: 25.6%
Synthesized area per cell: 11.9 µm²
Vias after detailed routing: 1498
Fin Setup TNS: 0 ns
Synthesis warning total: 6
Initial DRC count: 40
Flop count: 0
FP Core Util: 16.2%
DRC: 0
Crit end category: primary output
Die Size: 0.0132 mm²
Synthesized instance count: 120
Row cnt: 34
Biggest area cells: mux2_4, buf_4, buf_12
RSZ-0062 raised after global routing: no
Top-count cell post-synth: mux2_4
Status: complete, no violations
ANT cells: 0
First-pass GRT wire length: 8670 µm
Yosys cell count: 120
Post-CTS setup buffers: 0
Core ar.: 0.00876 mm²
WL final: 6300 µm
Count of tool warnings: 64
Max Slew Vio Count: 0
CP delay by family, top: buffers and inverters
# fillers: 883
Number of global-route vias before repair: 1508
Routed vias/inst: 4.01
Post-route cell area: 0.00300 mm²
Slowest CP cell: buf_4
Pwr Total: 158 µW
Mux frac, synth: 66.4%
Adder Area Share: 0%
Chip width: 115 µm
Most common cell on crit path: clkdlybuf4s50_1
Yosys xor share: 0%
Final Hold Fails: 0
Cell Chain, Critical Path: clkdlybuf4s50_1 > nor3_2 > and2_4 > buf_4 > mux2_2 > clkdlybuf4s50_1
Final HPWL DP: 5770 µm
Hold WC Path Type: input port to primary output
Max Freq: 0.196 GHz
Critical Path Fanout Max: 24
CP bufs+invs: 3
Post-synth top cells: mux2_4, buf_4, buf_12, nor3_1, mux2_2
Main logic family after synthesis: multiplexers
Total GRT Usage: 8.06%
Post-DRT Antenna Nets: 0
Max VDD drop: 0.0179 mV
Worst Setup Start Kind: input port
Ports placed on the boundary: 227
Synth Area in Simple Gates: 9.31%
Area delta synth->final: 110%
# clk buffers: 0
Hold Buf Count CTS: 0
Worst Max-Slew Pin Slew: 0.416 ns
## cells in the final DEF (no fill, tap or decap), drive strengths merged
master         instances
nand2b                 1
and3b                  1
a31oi                  1
and2                   1
o2111ai                1
nor3b                  1
nor3                   6
o21ai                  2
clkdlybuf4s50        171
inv                    2
o31a                   1
nand3                  1
nand2                  3
nor4                   1
a21oi                  1
buf                    2
a32oi                  1
mux2                  64
nand3b                 1
nor4bb                 1
nor4b                  3
## area by class of cell
cell class	count	area, µm²	share of cell area, %
inverter	2	7.51	0.251
timing repair buffer	173	1730	57.6
tap	108	135	4.51
multi-input combinational	91	1130	37.6
## path summary, 6_finish.rpt
check	slack, ns	endpoint	startpoint	cells past startpoint
setup / recovery	1.80	imm[63]	opf8[14]	6
hold / removal	2.76	rdasel[0]	opf8[20]	0
## kinds of logic (layout without fill, tap and decap cells)
group | count (synthesis) | in the layout
muxes | 64 | 64
buffers and inverters | 29 | 175
AOI/OAI and AO/OA | 7 | 7
and+or+nand+nor | 20 | 20
## power by group
part           internal, mW  switching (mW)  leakage, nW
logic                 0.124          0.0340         1.15
clock network             0               0            0
registers                 0               0            0
## through the flow
stage	utilization (%)	setup WS (ns)	instances
6_report	34.2	1.80	374
5_1_grt	34.2	1.64	374
4_1_cts	34.2	1.76	374
3_5_place_dp	34.2	1.76	374
3_3_place_gp	34.2	1.76	374
2_1_floorplan	-	3.27	120
## routing by layer
layer | wire (µm) | part of all wire, % | GRT usage (%) | vias up
met2 | 2830 | 45 | 13.9 | 118
met4 | 0 | 0 | 0 | 0
met3 | 998 | 16 | 4.06 | 0
met1 | 2470 | 39 | 9.28 | 650
li1 | - | - | - | 730
met5 | 0 | 0 | 0 | -
Power and IR drop assume default switching activity.
